--- flow/config.mk ---
export PLATFORM = sky130hd
export DESIGN_NAME = counter
export DESIGN_NICKNAME = counter
export VERILOG_FILES = /design/flow/design.v
export SDC_FILE = /design/flow/constraint.sdc
export NUM_CORES = 4
export LEC_CHECK = 1
export CORE_AREA = 10 10 70 70
export DIE_AREA = 0 0 80 80
--- flow/constraint.sdc ---
current_design counter

set clk_period 2.1
set clk_io_pct 0.2

create_clock -name clk0 -period $clk_period [get_ports {i_clk}]

set non_clock_inputs [all_inputs -no_clocks]
set_input_delay [expr $clk_period * $clk_io_pct] -clock clk0 $non_clock_inputs
set_output_delay [expr $clk_period * $clk_io_pct] -clock clk0 [all_outputs]
--- flow/design.v ---
module counter(i_clk, i_rst_n, i_srst, i_cnt_en, i_load_en, i_load_data, o_tick, o_data);
parameter MAX_VAL = 7;
parameter WIDTH   = 4;
input               i_clk;
input               i_rst_n;
input               i_srst;
input               i_cnt_en;
input               i_load_en;
input   [3:0]       i_load_data;
output  [WIDTH-1:0] o_data;
output  reg         o_tick;
reg     [WIDTH-1:0] cnt;
wire    cnt_overflow = ((MAX_VAL == cnt) & i_cnt_en);
assign  o_data = cnt;
always @(posedge i_clk, negedge i_rst_n) begin
    if(~i_rst_n) begin
        o_tick <= 1'b0;
    end else begin
        if (cnt_overflow)
            o_tick <= 1'b1;
        else
            o_tick <= 1'b0;
    end
end
always @(posedge i_clk, negedge i_rst_n) begin
    if(~i_rst_n) begin
        cnt <= 0;
    end
    else if (i_load_en)
        cnt <= i_load_data;
    else begin
        if (cnt_overflow | i_srst)
            cnt <= 0;
        else if (i_cnt_en)
            cnt <= cnt + 1'b1;
    end
end
endmodule
--- flow/run.sh ---
#!/bin/bash
# OpenROAD 26Q1-2900-gdf79404cd8, Yosys 0.63+post, stock flow scripts
make -C /OpenROAD-flow-scripts/flow DESIGN_CONFIG=/design/flow/config.mk WORK_HOME=/design/flow/orfs finish
==> impl_metrics.yaml <==
# implementation run metrics
sta:
  slew_headroom_pct: 79.86
  period_used_pct: 75.40
  final-hold-violation-count: 0
  tightestPinTransition_ns: 0.3009
  skew_ns: 0.004264
  min_period_ns: 1.583
  setup_ws_ns: 0.5165
  slew_viol_final: 0
  rsz0062_at_grt: "no"
  tns_ns: 0
  finalSetupViolCount: 0
  fmaxAchievable_mhz: 631.5
logic_synthesis:
  ys_seq_elements: 5
  common_cells: "5 x dfrtp_1, 3 x nand2_1, 2 x a21oi_1, 2 x inv_1"
  area_leaders: "dfrtp_1 46%, o2bb2a_4 7.3%, nand4b_2 5.5%, ha_1 4.6%, nand2_1 4.1%"
  top_cell: "dfrtp_1"
  netlist_area_um2: 274.0
  syn_area_per_cell_um2: 10.96
  ys_async_sr_fraction_pct: 100.0
  flop_cell: "dfrtp_1"
  syn_inst: 25
  yosysTopAreaCell: "dfrtp_1"
  netlist.area_leader.share_pct: 45.66
  yosysChipArea_um2: 274.0
  edf_count: 0
  yosysUniqueCellTypes: 17
  yosysWarnings: 1
  yosysCellCount: 25
  ys_seq_share_pct: 45.66
clocking:
  postCtsSetupBuffers: 0
  cts_resized: 0
  clock_sinks: 5
  clk_path_buf_depth: 2
  cts_hold_buffers: 0
  cts_buffers: 3
  cts-root-buf: "clkbuf_4"
  clk_latency_ns: 0.24
  cts_tree: "built"
  cts.clk_slew.worst_paths_ns: 0.04
  cts_max_level: 1
global_route:
  grt_first_pass_wirelength_um: 1242
  antenna_found_initial: 0
  globalRouteOverflowTotal: 0
  grt_start_max_net_pins: 7
  gr-usage-all-layers_pct: 2.321
  first_global_vias: 287
power_and_ir_drop:
  power.internal_uw: 215.2
  power_uw: 282.5
  clkPwrFrac_pct: 39.4
  switching_share_pct: 23.82
  peakVddDrop_mv: 0.1365
  total_leakage_power_uw: 0.0001986
  p_per_area_nw_per_um2: 578.9
  share_seq_of_total_power_pct: 40.1
  switchingPower_uw: 67.30
  p_comb_share_pct: 20.5
floorplanning:
  rows: 21
  die_width_um: 80
  core_um2: 3416
  dieHeight_um: 80
  die_area_um2: 6400
  fp_util_pct: 8.022
  ioPinCount: 14
layout:
  n_fill_cell: 398
  logic_area_um2: 141.4
  stdcell_count: 88
  drive_above_1_share_pct: 11.90
  regArea_um2: 125.1
  area_delta_synth_final_pct: 78.08
  fin_area_um2: 488.0
flow_run:
  cap_violations: 0
  warnings: 25
critical_path:
  cp-start-kind: "flop"
  cp_cell_sequence: "clkdlybuf4s50_1"
  crit_family: "buffers and inverters"
  crit_slowest_cell: "clkdlybuf4s50_1"
  cp_max_fo: 4
  critical_path_arrival_ns: 1.16
  critical_path.max_stage_delay_ns: 0.50
  cp.required_ns: 1.68
  end_kind: "output pin"
  critPathKind: "reg2out"
  cp.buffers_inverters: 1
routing:
  drt_drc_violations_left: 0
  routed_wl_um: 784
  vias_per_cell: 2.989
  drt_first_iter_violations: 19
  antennaDiodeCount: 0
  vias: 263
  wl_per_cell_um: 8.909
  drtPass1Iterations: 2
  ant_nets: 0
placed_design:
  dp.cells: 84
  hpwl_um: 656.6
  io_buffers: 13
  gp_congestion: 0.7614
  dpl_cell_area_um2: 461.7
  dp_slack_ns: 0.4290
run_status:
  status: "finished, final reports clean"
hold_path:
  hold_class: "in2async"
-- layout make-up --
class | count | area share (%)
Clock buffer | 4 | 5.385
Inverter | 2 | 1.538
Multi-Input combinational cell | 18 | 28.97
Sequential cell | 5 | 25.64
Tap cell | 46 | 11.79
Timing Repair Buffer | 13 | 26.67
-- per-stage QoR --
step / hold slack [ns] / util [%]
6_report: 0.3914 / 14.29
5_1_grt: 0.4011 / 14.29
4_1_cts: 0.3914 / 14.29
3_5_place_dp: 0.5525 / 13.52
3_3_place_gp: 0.5585 / 13.52
2_1_floorplan: 0.1244 / -
-- power by group through the flow --
stage                 combinational, uW  clock, uW  sequential (uW)
after global routing               63.3        120              114
after CTS                          58.9        117              113
final                              57.9        111              113
-- per-layer routing --
layer,GRT usage [%],vias up,part of all wire [%]
li1,-,128,-
met1,2.878,128,43
met2,3.772,7,51
met3,0.7955,0,5.7
met4,0.5282,0,0
met5,0,-,0
-- sequential cells by signal (all words and copies together), names as in the netlist --
register  flops
cnt           4
o_tick        1
-- logic make-up after synthesis --
| group | count (synthesis) | share of synthesized area, % |
|---|---|---|
| AOI/OAI and AO/OA | 7 | 23.75 |
| xor gates and xnor gates | 2 | 6.394 |
| adders and majority gates | 1 | 4.565 |
| buffers and inverters | 2 | 2.741 |
| DFF | 5 | 45.66 |
| and+or+nand+nor | 8 | 16.89 |
-- layout by cell type, fill, tap and decap left out --
cell / instances
a32oi_1: 1
nand4b_2: 1
xnor2_1: 1
ha_1: 1
a22o_1: 1
inv_1: 2
clkbuf_4: 3
nor3_1: 1
clkdlybuf4s50_1: 13
o2bb2a_4: 1
nand3_1: 1
dfrtp_1: 5
nand2b_1: 1
nor2_1: 1
o211ai_1: 1
a32o_1: 1
clkbuf_1: 1
nand2_1: 3
xor2_1: 1
a21oi_1: 2
-- final timing paths --
kind,startpoint,endpoint,slack (ns),depth (start not counted)
max,cnt[2]$_DFFE_PN0P_,o_data[2],0.52,1
min,i_rst_n,o_tick$_DFF_PN0_,0.39,1
max reg2reg,cnt[0]$_DFFE_PN0P_,cnt[1]$_DFFE_PN0P_,0.85,4
min reg2reg,cnt[3]$_DFFE_PN0P_,cnt[3]$_DFFE_PN0P_,0.57,1
max in group asynchronous,i_rst_n,cnt[1]$_DFFE_PN0P_,1.52,1
min in group clk0,cnt[3]$_DFFE_PN0P_,cnt[3]$_DFFE_PN0P_,0.57,1
Power and IR drop assume default switching activity.
