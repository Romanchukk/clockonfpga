**design/flow/run.sh**
```bash
#!/bin/bash
# OpenROAD 26Q1-2900-gdf79404cd8, Yosys 0.63+post, stock flow scripts
make -C /OpenROAD-flow-scripts/flow DESIGN_CONFIG=/design/flow/config.mk WORK_HOME=/design/flow/orfs finish
```
**design/flow/config.mk**
```make
export PLATFORM = sky130hd
export DESIGN_NAME = dec_7seg
export DESIGN_NICKNAME = dec_7seg
export VERILOG_FILES = /design/flow/design.v
export SDC_FILE = /design/flow/constraint.sdc
export NUM_CORES = 4
export LEC_CHECK = 1
export CORE_AREA = 10 10 70 70
export DIE_AREA = 0 0 80 80
```
**design/flow/constraint.sdc**
```tcl
current_design dec_7seg

set clk_period 1.3
set clk_io_pct 0.2

create_clock -name clk0 -period $clk_period

set non_clock_inputs [all_inputs -no_clocks]
set_input_delay [expr $clk_period * $clk_io_pct] -clock clk0 $non_clock_inputs
set_output_delay [expr $clk_period * $clk_io_pct] -clock clk0 [all_outputs]
```
**design/flow/design.v**
```verilog
module dec_7seg(i_dat, o_seg);
input       [3:0]   i_dat;
output  reg [6:0]   o_seg;
always @* begin
    case (i_dat)
        4'h0: o_seg = 7'b1000000;
        4'h1: o_seg = 7'b1111001;
        4'h2: o_seg = 7'b0100100;
        4'h3: o_seg = 7'b0110000;
        4'h4: o_seg = 7'b0011001;
        4'h5: o_seg = 7'b0010010;
        4'h6: o_seg = 7'b0000010;
        4'h7: o_seg = 7'b1111000;
        4'h8: o_seg = 7'b0000000;
        4'h9: o_seg = 7'b0011000;
        4'hA: o_seg = 7'b0001000;
        4'hB: o_seg = 7'b0000011;
        4'hC: o_seg = 7'b1000110;
        4'hD: o_seg = 7'b0100001;
        4'hE: o_seg = 7'b0000110;
        4'hF: o_seg = 7'b0001110;
    endcase
end
endmodule
```
==> flow_metrics.tcl <==
# collected from the flow reports
set metrics [dict create \
    status "finished, violations left" \
    violations "setup timing" \
    fin_ws_ns -0.1604 \
    synthesis.area_um2 255.2 \
    grt_first_pass_wirelength_um 1676 \
    pwr-share-comb_pct 100.0 \
    critPathKind "input port to output pin" \
    drt-wirelength-per-cell_um 9.358 \
    powerDensity_nw_per_um2 298.0 \
    core-area_um2 3416 \
    num_rows 21 \
    grt_max_degree 7 \
    hold_class "input port to output pin" \
    grt_pass1_vias 344 \
    finalCriticalPeriod_ns 1.460 \
    synth_cell_types 19 \
    endpoint_kind "output pin" \
    cp-start-kind "input port" \
    fmax_mhz 684.8 \
    drtAntennaViolNets 0 \
    layout-drive-gt1-share_pct 71.67 \
    io_pins 11 \
    nClkBuffers 0 \
    fp_util_pct 7.473 \
    worst_ep_required_time_ns 1.04 \
    met3_usage_pct 0.2273 \
    finalClockPeriodUsage_pct 112.3 \
    path_max_fanout 4 \
    place_ws_ns -1.011 \
    overflow 0 \
    grt_use_met1_pct 3.955 \
    drcViolationCount 0 \
    p_seq_share_pct 0 \
    area_growth_pct 160.3 \
    final-max-slew-violation-count 0 \
    critPathArrivalTime_ns 1.20 \
    yosysTopAreaCell "ha_1" \
    ys_cells 34 \
    final_hold_viol_count 0 \
    cts_hold_buf 0 \
    setup_violations 6 \
    dr.pass1.iters 2 \
    comb_area_um2 327.8 \
    grt_busiest_layer "met2" \
    port_buffers 11 \
    die_y_um 80 \
    gp_congestion 0.6880 \
    n_fill_cell 379 \
    dieArea_um2 6400 \
    tool_warnings 39 \
    dp_hpwl_um 688 \
    synth_warnings 1 \
    power_switching_share_pct 39.00 \
    initialDrtViolationCount 18 \
    internal-power_w 0.0001208 \
    relSlewSlack_pct 91.06 \
    regArea_um2 0 \
    antennaDiodeCount 0 \
    topCellsByArea "ha_1, mux2i_1, a22o_1" \
    switching_power_w 0.00007720 \
    synth_chip_area_um2 255.2 \
    cap_violations 0 \
    vdd_drop_max_uv 45.70 \
    die_x_um 80 \
    synthCells 34 \
    use_met2_pct 5.618 \
    vias_per_cell 3.123 \
    vias 331 \
    worst_pin_slew_ns 0.1304 \
    rsz0062_at_grt "true" \
    drt_wl_total_um 992 \
    p_leak_nw 0.3009 \
    seq_cells 0 \
    utilization_pct 19.45 \
    antenna_found_initial 0 \
    p_clk_share_pct 0 \
    top_area_share_pct 29.41 \
    ys_seq_share_pct 0 \
    grt.total_usage_pct 3.048 \
    syn_area_per_cell_um2 7.507 \
]
per-layer routing:
layer	part of all wire, %	up-vias	routed length, µm
li1	-	174	-
met1	45	154	447
met2	52	3	518
met3	2.5	0	25
met4	0	0	0
met5	0	-	0
critical path, cell delays in order:
cell    delay, ns
buf_12       0.11
buf_6        0.12
ha_4         0.16
mux2_4       0.26
a22o_1       0.18
buf_2        0.11
placed cells by master (no fill, tap or decap):
master | netlist | layout
nand2_1 | 1 | 1
o21ai_1 | 1 | 2
clkdlybuf4s15_2 | 0 | 1
mux2i_1 | 3 | 3
ha_4 | 0 | 4
mux2_4 | 0 | 1
nor2_4 | 0 | 1
buf_2 | 0 | 6
ha_2 | 0 | 2
o21ai_0 | 3 | 1
nor2_2 | 1 | 1
clkbuf_4 | 0 | 1
inv_8 | 0 | 2
dlygate4sd2_1 | 0 | 1
buf_8 | 0 | 1
inv_1 | 3 | 1
nand3_2 | 0 | 1
or3b_1 | 1 | 1
buf_6 | 1 | 8
nand2b_4 | 0 | 2
buf_4 | 0 | 8
nor2_1 | 3 | 2
o21ai_2 | 0 | 1
a21oi_1 | 1 | 1
a22o_1 | 2 | 2
a32o_2 | 0 | 1
nor2b_4 | 0 | 1
o22ai_1 | 1 | 1
buf_12 | 0 | 1
clkdlybuf4s15_1 | 0 | 1
area by class of cell:
cell class         instances  share of cell area (%)
inverters                  3                   3.955
multi-input cells         29                   49.34
well taps                 46                   8.663
repair buffers            28                   38.04
power groups by stage:
stage,clock (W),combinational [W],sequential [W]
final,0,0.000198,0
after global routing,0,0.000216,0
after CTS,0,0.000176,0
cell families (layout without fill, tap and decap cells):
| family | count (synthesis) | in the layout | share of synthesized area [%] |
|---|---|---|---|
| AND-OR/OR-AND | 9 | 9 | 23.04 |
| adder cells (fa/ha/maj) | 6 | 6 | 29.41 |
| buffers and inverters | 5 | 31 | 10.29 |
| multiplexers | 4 | 4 | 16.18 |
| AND/OR/NAND/NOR | 10 | 10 | 21.08 |
timing repair:
action / CTS / global route
resized: 66 / 12
setup buffers: 6 / 2
cloned: 1 / 0
endpoints found under the setup margin: 7 / 7
pin swaps: 7 / 7
stage by stage:
| step | power (W) | instance area [µm²] | hold slack (ns) | setup TNS [ns] | std cells |
|---|---|---|---|---|---|
| after floorplan | 0.00005523 | 255.2 | 0.6201 | 0 | 34 |
| after global placement | 0.0001374 | 467.9 | 1.568 | -6.316 | 97 |
| after detailed placement | 0.0001389 | 467.9 | 1.571 | -6.313 | 97 |
| after CTS | 0.0001762 | 606.8 | 0.9687 | -0.6683 | 104 |
| after global routing | 0.0002161 | 664.4 | 0.9879 | -0.8762 | 106 |
| final | 0.0001980 | 664.4 | 0.9555 | -0.6114 | 106 |
synthesized netlist by cell type:
| library cell | n |
|---|---|
| nor2b_1 | 1 |
| ha_1 | 6 |
| inv_1 | 3 |
| nand2b_1 | 2 |
| a22o_1 | 2 |
| nor2_2 | 1 |
| o22ai_1 | 1 |
| a21oi_1 | 1 |
| a32o_1 | 1 |
| nand3_1 | 1 |
| buf_6 | 1 |
| mux2_2 | 1 |
| nor2_1 | 3 |
| o21ai_1 | 1 |
| mux2i_1 | 3 |
| or3b_1 | 1 |
| o21ai_0 | 3 |
| clkbuf_1 | 1 |
| nand2_1 | 1 |
final timing paths:
path	startpoint	end	slack, ns	cells past startpoint
min	i_dat[1]	o_seg[1]	0.96	4
max	i_dat[0]	o_seg[6]	-0.16	6
Power and IR drop assume default switching activity.
