==> flow/design.v <==
module set_num(i_inc, i_en, i_rst, o_data, o_of);
parameter MAX_VAL = 9, WIDTH = 4;
input i_inc;
input i_en;
input i_rst;
output [WIDTH-1:0] o_data;
output o_of;
wire sys_rst_cnt = (MAX_VAL == counter);
reg [WIDTH-1:0] counter;
assign  o_of   = sys_rst_cnt;
assign  o_data = (MAX_VAL+1 == counter) ? 4'd0 : counter;
always @(negedge i_inc, negedge i_rst) begin
    if (~i_rst)
        counter <= 0;
    else if (sys_rst_cnt)
        counter <= 0;
    else if (i_en)
        counter <= counter + 1'b1;
end
endmodule
==> flow/run.sh <==
#!/bin/bash
# OpenROAD 26Q1-2900-gdf79404cd8, Yosys 0.63+post, stock flow scripts
make -C /OpenROAD-flow-scripts/flow DESIGN_CONFIG=/design/flow/config.mk WORK_HOME=/design/flow/orfs finish
==> flow/config.mk <==
export PLATFORM = sky130hd
export DESIGN_NAME = set_num
export DESIGN_NICKNAME = set_num
export VERILOG_FILES = /design/flow/design.v
export SDC_FILE = /design/flow/constraint.sdc
export NUM_CORES = 4
export LEC_CHECK = 1
export CORE_AREA = 10 10 70 70
export DIE_AREA = 0 0 80 80
==> flow/constraint.sdc <==
current_design set_num

set clk_period 2.0
set clk_io_pct 0.2

create_clock -name clk0 -period $clk_period [get_ports {i_inc}]

set non_clock_inputs [all_inputs -no_clocks]
set_input_delay [expr $clk_period * $clk_io_pct] -clock clk0 $non_clock_inputs
set_output_delay [expr $clk_period * $clk_io_pct] -clock clk0 [all_outputs]
==> flow_summary.yaml <==
# yosys + openroad results
status:
  outcome: "complete, but fails checks"
  violations: "setup timing"
global_routing:
  grt_remaining_overflow: 0
  grt_max_degree: 5
  grt_pass1_wl_um: 1230
  grtUsageTotal_pct: 2.32
  grt_antenna_before_repair: 0
  first_global_vias: 289
yosys:
  yosysTopAreaCellShare_pct: 39.0
  ys_types: 19
  ys_dominant_reg_cell: "dfrtn_1"
  syn_area_um2: 256
  async_reset_ff_share_pct: 100
  edf_count: 0
  top_area_cell: "dfrtn_1"
  yosys-stat-area_um2: 256
  synthTopCellsByCount: "dfrtn_1, nand2_1, clkbuf_1, nand3_1"
  syn_avg_cell_area_um2: 9.87
  ys_ff: 4
  syn_inst: 26
  most_common_cell: "dfrtn_1"
  synth-seq-area-share_pct: 39.0
  topCellsByArea: "dfrtn_1, a21bo_4, buf_8, buf_6, nand2_1"
  ys_warn_count: 1
  yosysCellCount: 26
die:
  die_w_um: 80
  die-area_mm2: 0.00640
  fp-utilization_pct: 7.51
  die_h_um: 80
  rows: 21
  pin_count: 8
  core_mm2: 0.00342
finish:
  reg.largest.list: "counter: 4 flops"
  combGateArea_um2: 143
  largest_reg_flops: 4
  seqCellArea_um2: 100
  final_cell_area_um2: 531
  final_core_util_pct: 15.5
  fill_cells: 374
  area_growth_pct: 107
  regMostFlops: "counter"
  drive_above_1_share_pct: 65.3
placement:
  gp_routability_congestion: 0.697
  hpwlAfterDp_um: 489
  dp_slack_ns: -0.609
  place_area_um2: 410
  portBuffers: 7
sta:
  hold_violations: 0
  rsz0062_at_grt: "true"
  setup_tns_ns: -2.08
  timing.hold.ws_ns: 0.589
  setup_viol: 5
  report.final.slew_viol_count: 0
  setup_ws_ns: -0.540
  finalClockSkew_ns: 0.00346
  relSlewSlack_pct: 86.8
  worstMarginPinSlew_ns: 0.197
pwr:
  power.internal_uw: 499
  peakVddDrop_uv: 202
  power_density_mw_per_mm2: 1370
  p_seq_share_pct: 22.1
  p_leak_uw: 0.000241
  p_sw_share_pct: 31.1
  combPwrFrac_pct: 63.1
  p_clk_share_pct: 14.8
  p_switching_uw: 226
setup_path:
  worstSetupStartpoint: "counter[3]$_DFFE_NN0P_"
  critical_path.cell_chain: "nand2b_4, buf_6, nor3b_2, buf_2"
  cp_top_family: "flip-flops"
  reg2reg_from: "counter[1]$_DFFE_NN0P_"
  crit_cells: 4
  cp_max_fo: 3
  worst_path_max_delay_cell: "dfrtn_1"
  required_ns: 1.60
  worst-path-buf-inv: 2
  arrival_ns: 2.14
  critPathLaunchType: "flip-flop"
  path_class: "flip-flop to primary output"
  r2r_cells: 5
  regToRegEndpoint: "counter[3]$_DFFE_NN0P_"
  reg2reg_slack_ns: 0.72
  endpoint_kind: "primary output"
  endpoint: "o_of"
  max_stage_delay_ns: 0.46
clock_tree:
  clock_latency_ns: 0.26
  clk_path_buf_depth: 2
  cts_tree: "yes"
  cts_buffers: 3
  hold_buffers: 0
  cts-root-buf: "clkbuf_4"
  clk_pin_slew_ns: 0.03
  htreeDepth: 1
  clock-sinks: 4
hold_path:
  hold_class: "flip-flop to flip-flop"
detailed_routing:
  via_per_inst: 2.86
  via_count: 272
  n_antenna_cell: 0
  ant_nets: 0
  drc: 0
  drt-initial-drc-count: 2
  firstDrtPassIters: 4
  wl_per_cell_um: 8.00
  routed_wl_um: 760
flow_run:
  warnings: 28
  cap_violations: 0
## worst reg2reg max path, cell delays in order, from the launching register on
cell and delay, ns:
dfrtn_1 0.38, buf_4 0.17, buf_4 0.14, a21bo_4 0.16, nand2_1 0.05, a22o_1 0.22
## repair_timing
item,CTS,global route
gates cloned,0,0
buffers inserted,9,3
gates resized,28,3
hold endpoints to repair,0,0
endpoints found under the setup margin,9,6
pin swaps,2,1
## cell usage in the layout (no fill, tap or decap), types with 3 or more instances in the layout
cell type / count
dfrtn_1: 4
buf_4: 12
buf_2: 3
nand2_1: 3
clkbuf_4: 3
buf_6: 7
## final cells by class
| type | instances | area share (%) |
|---|---|---|
| clock buffers | 3 | 4.25 |
| inverters | 1 | 0.708 |
| multi-input cells | 17 | 26.9 |
| flip-flops and latches | 4 | 18.9 |
| well taps | 46 | 10.8 |
| repair buffers | 24 | 38.4 |
## cells by family after synthesis
kind of cell | after synthesis | share of synthesized area [%]
XOR/XNOR | 1 | 3.42
buffers and inverters | 5 | 14.6
AND/OR/NAND/NOR | 8 | 15.1
flip-flops | 4 | 39.0
multiplexers | 1 | 3.90
AND-OR/OR-AND | 7 | 23.9
## per-stage QoR
step	std cells	total power, uW
2_1_floorplan	26	335
3_3_place_gp	82	470
3_5_place_dp	82	478
4_1_cts	94	712
5_1_grt	95	781
6_report	95	724
## power by group through the flow
stage	Sequential [uW]	Clock [uW]	Combinational, uW
6_report	160	107	457
4_1_cts	160	109	443
5_1_grt	164	119	498
## routing by layer
metal	track usage, %	vias to the layer above	share of wire [%]
met3	1.48	2	13
met1	2.67	125	38
met2	3.69	11	46
met4	0.176	0	1.8
li1	-	134	-
met5	0	-	0
## worst min-delay path by stage
stage / depth (start not counted) / startpoint / end
4_1_cts: 2 / counter[1]$_DFFE_NN0P_ / counter[0]$_DFFE_NN0P_
6_report: 2 / counter[1]$_DFFE_NN0P_ / counter[1]$_DFFE_NN0P_
5_1_grt: 2 / counter[1]$_DFFE_NN0P_ / counter[1]$_DFFE_NN0P_
Power is estimated from default activity; no workload was simulated.
